===== ./config.mk =====
export PLATFORM = sky130hd
export DESIGN_NAME = counter4_pl_enable
export DESIGN_NICKNAME = counter4_pl_enable
export VERILOG_FILES = /design/flow/design.v
export SDC_FILE = /design/flow/constraint.sdc
export NUM_CORES = 4
export LEC_CHECK = 1
export CORE_AREA = 10 10 70 70
export DIE_AREA = 0 0 80 80

===== ./constraint.sdc =====
current_design counter4_pl_enable

set clk_period 1.2
set clk_io_pct 0.2

create_clock -name clk0 -period $clk_period [get_ports {clk}]

set non_clock_inputs [all_inputs -no_clocks]
set_input_delay [expr $clk_period * $clk_io_pct] -clock clk0 $non_clock_inputs
set_output_delay [expr $clk_period * $clk_io_pct] -clock clk0 [all_outputs]

===== ./design.v =====
module reg4(clk, reset, pl, di, do);
	input clk, reset, pl;
	input [3:0] di;
	output reg [3:0] do;
	always @(posedge clk)
		if(reset)
			do <= 4'b0;
		else
			if(pl)
				do <= di;
endmodule
module reg8(clk, reset, pl, di, do);
	input clk, reset, pl;
	input [7:0] di;
	output reg [7:0] do;
	always @(posedge clk)
		if(reset)
			do <= 8'b0;
		else
			if(pl)
				do <= di;
endmodule
module mux_1_2_4b(a, b, sel, z);
	input [3:0] a, b;
	input sel;
	output [3:0] z;
	assign z = sel ? b : a;
endmodule
module mux_1_2_8b(a, b, sel, z);
	input [7:0] a, b;
	input sel;
	output [7:0] z;
	assign z = sel ? b : a;
endmodule
module counter4(clk, reset, q);
	input clk, reset;
	output reg [3:0] q;
	always @(posedge clk)
		if(reset)
			q <= 4'b0;
		else
			q <= q + 1;
endmodule
module counter4_pl_enable(clk, reset, pl, enable, d, q);
	input clk, reset, pl, enable;
	input [3:0] d;
	output reg [3:0] q;
	always @(posedge clk)
		if(reset)
			q <= 4'b0;
		else
			if(pl)
				q <= d;
			else
				if(enable)
					q <= q + 1;
endmodule 
module s1(clk, reset, pla, plb, sel, datain, dataout);
	input clk, reset, pla, plb, sel;
	input [7:0] datain;
	output [3:0] dataout;
	wire [3:0] neta, netb;
	reg4 reg4a( .clk(clk), .reset(reset), .pl(pla), .di(datain[3:0]), .do(neta));
	reg4 reg4b( .clk(clk), .reset(reset), .pl(plb), .di(datain[7:4]), .do(netb));
	mux_1_2_4b mux_inst( .a(neta), .b(netb), .sel(sel), .z(dataout));
endmodule
module s2(clk, reset, pl, plr, sel, datain, dataout);
  input clk, reset, pl, plr, sel;
  input [15:0] datain;
  output [7:0] dataout;
  wire [7:0] neta, netb;
  wire [7:0] netc;
  reg8 reg8a( .clk(clk), .reset(reset), .pl(pl), .di(datain[7:0]), .do(neta));
  reg8 reg8b( .clk(clk), .reset(reset), .pl(pl), .di(datain[15:8]), .do(netb));
  mux_1_2_8b mux_inst( .a(neta), .b(netb), .sel(sel), .z(netc));
  reg8 reg8c( .clk(clk), .reset(reset), .pl(plr), .di(netc), .do(dataout));
endmodule

===== ./run.sh =====
#!/bin/bash
# OpenROAD 26Q1-2900-gdf79404cd8, Yosys 0.63+post, stock flow scripts
make -C /OpenROAD-flow-scripts/flow DESIGN_CONFIG=/design/flow/config.mk WORK_HOME=/design/flow/orfs finish

==> ci_impl_report.md <==
## Implementation flow summary

| Metric | Value |
|---|---|
| Post-route ant nets | `0` |
| Crit path cell chain | `ha_4 -> mux2_1 -> mux2i_1 -> nor2_1` |
| Post-Syn Instances | `22` |
| Biggest regs | `q x4` |
| Clk Tree Root Cell | `clkbuf_4` |
| Buffers on Ports | `11` |
| Layout cells sized above 1 | `26.32%` |
| Initial antenna violation count | `0` |
| Largest net degree at the start of global routing | `7` |
| Fin crit share | `95.15%` |
| DRC viols | `0` |
| Placed cell count | `79` |
| DIE AREA | `6400 um^2` |
| Flop area | `83.83 um^2` |
| IO Pins | `12` |
| Tool warning count | `25` |
| CP Buf/Inv Count | `0` |
| Number of synthesis warnings | `1` |
| Clock transition at path regs | `0.04 ns` |
| Worst vdd ir | `153.2 uV` |
| Drt first pass iters | `1` |
| Number of fill cells | `400` |
| Post-synth cell types | `13` |
| Total power | `409.8 uW` |
| Core ar. | `3416 um^2` |
| Register share after synthesis | `39.02%` |
| First-iteration detailed-routing DRC count | `0` |
| Hold buffer count at cts | `0` |
| Congestion Overflow GR | `0` |
| GRT Total Usage | `2.064%` |
| # setup viols final | `0` |
| Largest Register | `q` |
| CTS tree | `done` |
| Max reg flops | `4` |
| Die width | `80 um` |
| Status | `completed` |
| Setup Total Neg Slack | `0 ns` |
| Mapped cell area | `205.2 um^2` |
| Final core utilization | `12.49%` |
| Power density cells | `960.5 nW/um^2` |
| Worst Path Required | `1.32 ns` |
| RSZ-0062 raised after global routing | `false` |
| Max_cap viols | `0` |
| Final GP Congestion | `0.5939` |
| Arrival time of the worst setup path | `1.26 ns` |
| Relative slew slack | `82.87%` |
| First-pass GRT wire length | `986 um` |
| Top area cell types | `dfxtp_1, mux2i_1, xnor2_1, o21a_1, ha_1` |
| Via count | `211` |
| Synth-to-Final Area Change | `107.9%` |
| Maximum clock insertion buffer count | `2` |
| Placed Area | `375.4 um^2` |
| Top-area cell share | `39.02%` |
| Worst-path fanout max | `4` |
| CP Launch Type | `flop` |
| Worst hold path type | `in2reg` |
| Yosys cell count | `22` |
| Leak pwr | `0.0001862 uW` |
| Slew @ Worst Pin | `0.2561 ns` |
| # diodes | `0` |
| Fin crit period | `1.142 ns` |
| Critical path class | `reg2reg` |
| CP max stage cell | `dfxtp_2` |
| Final instance area | `426.7 um^2` |
| Final Non-Filler Cells | `84` |
| Final Hold Fails | `0` |
| Die Y-Extent | `80 um` |
| Vias in the first global route | `233` |
| CP endpoint kind | `flop` |
| Yosys chip area | `205.2 um^2` |
| Crit path max-delay family | `multiplexers` |
| Core Util at FP | `6.007%` |
| Final Slew Violations | `0` |
| Cell taking the most area after synthesis | `dfxtp_1` |
| Total CTS buffers | `3` |
| Synth Register Bits | `4` |
| Max Fclk | `875.8 MHz` |
| Clock Sinks | `4` |
| Max Clock Skew | `0.0002796 ns` |
| WL final | `680 um` |
| # rows | `21` |
| Number of vias per cell | `2.512` |
| Max stage delay on crit path | `0.36 ns` |
| H-tree levels | `1` |
| Worst-Skew Late Latency | `0.23 ns` |
| Logic area | `125.1 um^2` |
| Wire per inst | `8.095 um` |
| Mapped Avg Cell Area | `9.327 um^2` |
==> Yosys cell counts, drive strengths merged <==
| library cell | instances |
|---|---|
| a21oi | 2 |
| nor2 | 2 |
| nand4 | 1 |
| mux2 | 1 |
| o21a | 2 |
| mux2i | 2 |
| inv | 2 |
| nand2 | 1 |
| xor2 | 1 |
| buf | 1 |
| ha | 1 |
| dfxtp | 4 |
| xnor2 | 2 |
==> layout make-up <==
cell class                 instances  share of cell area [%]
tap                               46                   13.49
timing repair buffer              14                   30.50
multi-input combinational         15                   29.33
sequential                         4                   19.65
inverter                           2                   1.760
clock buffer                       3                   5.279
==> layout by cell type, fill, tap and decap left out, drive strengths merged <==
cell           instances
a21oi                  2
buf                    3
clkbuf                 3
clkdlybuf4s50          6
dfxtp                  4
dlygate4sd2            4
dlymetal6s2s           1
ha                     1
inv                    2
mux2                   1
mux2i                  2
nand2                  1
nand4                  1
nor2                   2
o21a                   2
xnor2                  2
xor2                   1
==> final timing paths <==
check	startpoint	endpoint	slack, ns	cells past startpoint
worst max-delay path	q[1]	q[1]	0.06	4
worst min-delay path	enable	q[0]	0.49	4
worst max register to register	q[1]	q[1]	0.06	4
worst min register to register	q[2]	q[2]	0.60	2
==> power by group <==
group	switching [uW]	internal, uW
sequential	10.7	146
clock	54.3	112
combinational	27.3	59.3
total	92.3	318
==> cells by family after synthesis <==
kind of cell	share of synthesized area [%]
xor gates and xnor gates	12.81
buffers and inverters	6.097
and+or+nand+nor	8.538
DFF	39.03
adders and majority gates	6.097
AOI/OAI and AO/OA	12.19
muxes	15.24
==> through the flow <==
step / hold slack [ns] / worst slack, ns
2_1_floorplan: 0.3124 / 0.06423
3_3_place_gp: 0.5698 / -0.1997
3_5_place_dp: 0.5927 / -0.2416
4_1_cts: 0.6078 / 0.001890
5_1_grt: 0.5152 / 0.01160
6_report: 0.4881 / 0.05823
==> tightest hold or removal path, cell delays in order <==
cell and delay, ns:
dlymetal6s2s_1 0.16, xor2_1 0.09, mux2i_1 0.13, nor2_1 0.05
==> routing by layer <==
metal	GRT usage, %	up-vias	wire length, um
met5	0	-	0
met1	1.001	99	158
met3	1.136	2	35
met4	0.7042	0	5
li1	-	108	-
met2	4.815	2	480
==> repair_timing <==
item                                    4_1_cts  5_1_grt
endpoints found under the setup margin        5        1
buffers inserted                              2        0
resized                                       7        2
Power is estimated from default activity; no workload was simulated.
